$ cat config.mk
export PLATFORM = sky130hd
export DESIGN_NAME = SpSram10x16
export DESIGN_NICKNAME = SpSram10x16
export VERILOG_FILES = /design/flow/design.v
export SDC_FILE = /design/flow/constraint.sdc
export NUM_CORES = 4
export LEC_CHECK = 1
export CORE_UTILIZATION = 30
export SYNTH_HDL_FRONTEND = slang
$ cat design.v
module SpSram10x16 (
    input               iClk,            
    input               iRsn,            
    input               iCsn,            
    input               iWrn,            
    input       [3:0]   iAddr,           
    input      [15:0]   iWrDt,           
    output reg [15:0]   oRdDt,           
    output reg [159:0]  oCoeff           
);
    reg [15:0] rMem [0:9];
    integer i;
    always @(posedge iClk) begin
        if (!iCsn && !iWrn && iAddr < 4'd10)
            rMem[iAddr] <= iWrDt;
    end
    always @(posedge iClk or negedge iRsn) begin
        if (!iRsn) begin
            oRdDt <= 16'h0;
            oCoeff <= 160'h0;
        end
        else if (!iCsn && iWrn) begin
            if (iAddr < 4'd10) begin
                oRdDt <= rMem[iAddr];
            end
            oCoeff <= {rMem[9], rMem[8], rMem[7], rMem[6], rMem[5],
                      rMem[4], rMem[3], rMem[2], rMem[1], rMem[0]};
        end
    end
endmodule
$ cat run.sh
#!/bin/bash
# OpenROAD 26Q1-2900-gdf79404cd8, Yosys 0.63+post, stock flow scripts
make -C /OpenROAD-flow-scripts/flow DESIGN_CONFIG=/design/flow/config.mk WORK_HOME=/design/flow/orfs finish
$ cat constraint.sdc
current_design SpSram10x16

set clk_period 1.9
set clk_io_pct 0.2

create_clock -name clk0 -period $clk_period [get_ports {iClk}]

set non_clock_inputs [all_inputs -no_clocks]
set_input_delay [expr $clk_period * $clk_io_pct] -clock clk0 $non_clock_inputs
set_output_delay [expr $clk_period * $clk_io_pct] -clock clk0 [all_outputs]
==> impl_metrics.toml <==
# flow metrics
[run_status]
status = "complete, no violations"

[synth]
ys_chip_area_um2 = 12830
numSynthFlops = 336
synth-async-reset-ratio_pct = 52.38
synth_area_um2 = 12830
synth.distinct_cells = 26
yosysWarnings = 0
largest_area_cell = "edfxtp_1"
synthTopCellsByArea = "edfxtp_1 (37%), dfrtp_1 (34%), nand2_1 (15%), mux2i_1 (6.2%), a22oi_1 (1.8%)"
netlist_instances = 1066
synth-edff-count = 160
avgSynthCellArea_um2 = 12.03
synth_seq_share_pct = 71.78
flop_cell = "dfrtp_1"
yosys.area.top_type_share_pct = 37.45
ys_cells = 1066

[worst_setup_path]
endpoint_kind = "primary output"
cpPeakStageDelay_ns = 0.59
rr_startpoint = "rMem[2][14]"
crit_path_cell_trace = "clkdlybuf4s50_1"
worst_path_max_delay_cell = "clkdlybuf4s50_1"
rr_endpoint = "oRdDt[14]"
rr_worst_depth = 4
path_max_fanout = 2
critPathRequiredTime_ns = 1.52
worst-r2r-setup-slack_ns = 0.54
worstSetupStartpointType = "flip-flop"
cp.arrival_ns = 1.46
critical_path_class = "reg -> out"
crit_family = "buffers and inverters"
crit_buf_inv = 1

[clock_network]
path_clk_slew_ns = 0.06
cts_resized = 0
cts-htree-levels = 2
cts-buffers-inserted = 36
cts-root-buf = "clkbuf_16"
cts.sink_count = 336
clock_path_buffers = 3
cts_tree = "yes"
cts_setup_buffers = 0
insertion_delay_ns = 0.52

[power_and_ir_drop]
pwr_density_cell_nw_per_um2 = 1006
p_leak_nw = 7.483
vdd_ir_drop_max_uv = 512.4
total_power_mw = 17.37

[routing]
ant_nets = 0
firstDrtPassIters = 5
finalWirelength_um = 38040
drt_iter0_markers = 462
vias = 8654
drt-wirelength-per-cell_um = 20.30
diodes = 0
drc = 0
vias_per_cell = 4.618

[timing]
grt_setup_unrepaired = "false"
tightest_slew_ns = 0.6640
fin_crit_sh_pct = 96.64
fin_crit_ns = 1.836
setup_viol = 0
finalHoldViolCount = 0
slew_headroom_pct = 55.59
fin_setup_tns_ns = 0
max_clock_freq_ghz = 0.5446
finClkSkew_ns = 0.01481
fin_ws_ns = 0.06379
drv_slew = 0

[die]
pin_count = 200
std_cell_rows = 75
fp.dieH_um = 208.8
fp_util_pct = 30.51
chipArea_um2 = 43590
core_area_um2 = 42040
die_w_um = 208.8

[job]
warning_count = 26
maxCapViolCount = 0

[global_route]
grt_pass1_wl_um = 57240
overflow = 0
globalRouteTotalUtil_pct = 18.71
grt_max_degree = 91
grt_pass1_vias = 9269
antenna_found_initial = 1

[hold_path]
worstHoldPathType = "reg -> reg"
worstHoldStart = "rMem[8][8]"
whs_endpoint = "oCoeff[136]"
holdPathStages = 2

[placed_design]
gp_congestion = 0.9423
place_hpwl_um = 27670
place_ws_ns = -0.2331
port_buffers = 199
dpl-instance-area_um2 = 16040

[finish]
lay_top_count = "nand2_1"
synthToLayoutAreaGrowth_pct = 34.56
layout-drive-gt1-share_pct = 10.34
final_cell_mix = "nand2_1 (498), clkdlybuf4s50_1 (197), dfrtp_1 (176), edfxtp_1 (160), mux2i_1 (79)"
fin_util_pct = 41.06
fin_area_um2 = 17260
## routing by layer
| metal | GRT usage [%] | part of all wire (%) | vias up | wire length [µm] |
|---|---|---|---|---|
| li1 | - | - | 4055 | - |
| met1 | 25.63 | 40 | 4155 | 15270 |
| met2 | 27.17 | 45 | 389 | 16980 |
| met3 | 10.58 | 13 | 53 | 5026 |
| met4 | 3.296 | 2.0 | 2 | 745 |
| met5 | 0.5562 | 0.034 | - | 13 |
## layout make-up
type / count / area [µm²]
Fill cell: 3855 / 24780
Inverter: 1 / 3.754
Sequential cell: 336 / 9209
Multi-Input combinational cell: 670 / 3347
Clock buffer: 48 / 1008
Timing Repair Buffer: 264 / 2839
Tap cell: 539 / 674.4
Clock inverter: 16 / 180.2
## registers in the layout (all words and copies together), names as in the netlist
register / count
oCoeff: 160
oRdDt: 16
rMem: 160
## cell families after synthesis
group	share of synthesized area, %
compound gates	3.199
buf+inv	2.419
flops	71.78
mux	6.252
simple gates	16.35
## what timing repair did
action                                 4_1_cts  5_1_grt
hold buffers                                 2        0
setup endpoints to repair                    0        0
endpoints found under the hold margin       46        0
## cell usage after synthesis (all sizes together), types with 3 or more instances
master	count
edfxtp	160
or3	3
o211ai	15
dfrtp	176
nor2	9
buf	32
nor2b	3
nor3	6
nand2b	5
a22oi	30
clkbuf	27
mux2i	79
nand2	498
nand3	15
## stage by stage
| stage | hold WS (ns) | std cells |
|---|---|---|
| global route | 0.4940 | 1874 |
| global placement | 0.3907 | 1808 |
| CTS | 0.4709 | 1874 |
| detailed placement | 0.3949 | 1808 |
| finish | 0.4645 | 1874 |
| floorplan | 0.08441 | 1066 |
## how the worst max path moves through the flow
| stage | depth (start not counted) | end | slack (ns) | from |
|---|---|---|---|---|
| finish | 1 | oCoeff[63] | 0.06 | oCoeff[63] |
| global route | 1 | oCoeff[63] | 0.02 | oCoeff[63] |
| CTS | 1 | oCoeff[63] | 0.04 | oCoeff[63] |
## power breakdown
part           leakage (nW)  total, mW  internal [mW]  switching [mW]
clock                 0.589       7.04           4.28            2.76
combinational          3.28       1.95           1.12           0.829
sequential             3.61       8.38           8.10           0.280
Power is estimated from default activity; no workload was simulated.

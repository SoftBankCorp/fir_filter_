==> ./design.v <==
module MacUnit (
    input               iEnMul,          
    input               iEnAdd,          
    input               iEnAcc,          
    input      [29:0]   iDelay,          
    input      [159:0]  iCoeff,          
    output     [15:0]   oMacResult       
);
    wire [15:0] wMulResult [0:9];        
    wire [15:0] wAddResult;              
    reg  [15:0] rMacResult;              
    wire [2:0] wDelay [0:9];
    wire [15:0] wCoeff [0:9];
    generate
        genvar j;
        for (j = 0; j < 10; j = j + 1) begin : signal_split
            assign wDelay[j] = iDelay[29-j*3 -: 3];
            assign wCoeff[j] = iCoeff[159-j*16 -: 16];
        end
    endgenerate
    generate
        genvar k;
        for (k = 0; k < 10; k = k + 1) begin : mul_stage
            assign wMulResult[k] = {{13{wDelay[k][2]}}, wDelay[k]} * wCoeff[k];
        end
    endgenerate
    assign wAddResult = wMulResult[0] + wMulResult[1] + wMulResult[2] + 
                       wMulResult[3] + wMulResult[4] + wMulResult[5] + 
                       wMulResult[6] + wMulResult[7] + wMulResult[8] + 
                       wMulResult[9];
    assign oMacResult = (iEnMul && iEnAdd && iEnAcc) ? wAddResult : 16'h0;
endmodule
==> ./run.sh <==
#!/bin/bash
# OpenROAD 26Q1-2900-gdf79404cd8, Yosys 0.63+post, stock flow scripts
make -C /OpenROAD-flow-scripts/flow DESIGN_CONFIG=/design/flow/config.mk WORK_HOME=/design/flow/orfs finish
==> ./config.mk <==
export PLATFORM = sky130hd
export DESIGN_NAME = MacUnit
export DESIGN_NICKNAME = MacUnit
export VERILOG_FILES = /design/flow/design.v
export SDC_FILE = /design/flow/constraint.sdc
export NUM_CORES = 4
export LEC_CHECK = 1
export CORE_UTILIZATION = 30
export SYNTH_HDL_FRONTEND = slang
==> ./constraint.sdc <==
current_design MacUnit

set clk_period 15.5
set clk_io_pct 0.2

create_clock -name clk0 -period $clk_period

set non_clock_inputs [all_inputs -no_clocks]
set_input_delay [expr $clk_period * $clk_io_pct] -clock clk0 $non_clock_inputs
set_output_delay [expr $clk_period * $clk_io_pct] -clock clk0 [all_outputs]
==> results.txt <==
Flow results.

- The largest individual stage delay along the critical path comes from the cell sky130_fd_sc_hd__clkdlybuf4s50_1.
- After synthesis, the design contains 1476 cells according to Yosys.
- The worst slew margin relative to its limit is 0.4837.
- The iteration count of the initial detailed-routing pass is 5.
- For this block, the via count after detailed routing is between 9000 and 10000.
- For this run, the share of the core covered by cells in the final layout is 0.3666.
- The most used routing layer is met2.
- The global route total overflow is 0.
- The die covers between 40000 and 50000 um2.
- The number of standard-cell rows in the floorplan is 77.
- For the worst setup path, the data required time is 12.40 ns.
- The storage element area is 0 um2.
- The fmax is roughly 70 MHz.
- The finished layout holds ~2300 standard cells, fillers aside.
- Nets still carrying antenna violations after routing amount to 0.
- The share of the Yosys chip area taken by registers is 0.
- The placer's final routability congestion estimate is 0.9501.
- The cell family contributing the most delay on the critical path is adder cells.
- The initial antenna violation count is 4.
- STA reports the tightest min-delay check as being of type in -> out.
- In the finished design, the share of the clock period the worst path needs comes to 0.9190.
- The worst setup path is launched from an input pin.
- Post-synthesis, Yosys gives the total cell area as 13450 um2.
- Entering global routing, the biggest net connects 18 pins.
- The max-cap check violation count is 0.
- TritonRoute output was used to compute an average wire per cell of 16.39 um.
- The count of warnings emitted by yosys is 0.
- In the layout the commonest cells are sky130_fd_sc_hd__inv_1, sky130_fd_sc_hd__fa_1, sky130_fd_sc_hd__clkdlybuf4s50_1.
- The synthesis-to-layout area growth is 20.48%.
- Setup repair after global routing left no endpoint under its margin.
- Per the repair_timing log after CTS, setup buffers inserted total 0.
- The met2 track demand over resource is 0.3114.
- Synthesis instantiated 33 different standard cells from the library.
- The final timing report lists a hold violation count of 0.
- The final count of pins violating max slew is 0.
- The worst setup slack after placement is 1.199 ns.
- The post-CTS hold buffer count recorded in the log is 0.
- The chip width is between 200 and 250 um.
- The worst setup path is captured at a primary output.
- The effective utilization at floorplan is 0.3042.
- The number of buffers added on ports is 209.
- Total global-route track usage over all layers is 0.1809.
- The most common logic cell in the final layout is sky130_fd_sc_hd__inv_1.
- The violation count after the first detailed-route iteration is 273.
- The cell area after placement is between 15000 and 20000 um2.
- The estimated wirelength of the detail-placed design is 35200 um.
- The worst hold path cell count is 4.
- The vias per cell is 4.233.
- The met1 routing resource usage after global routing is 0.2441.
- The largest fanout on the critical path is 9.
- The vertical die dimension is 213.8 um.
- Of the cells placed in the final design, the portion with a size suffix greater than 1 is 0.004217.
- The number of cells after detailed placement is approximately 2300.
- The critical setup path kind is in -> out.
- met3 track demand over resource after global routing is 0.04725.
- The data arrival time reported for the critical path is around 11 ns.
- Once routing completed, OpenROAD measured the worst setup slack at 1.255 ns.
- The startpoint of the most critical hold path is iEnAcc.
- The number of sequential cells in the layout is 0.
- The number of failing setup endpoints in the final timing report is 0.
- The total wire length after detailed routing is approximately 37000 um.
- The combined buffer and inverter count along the critical path is 7.
- Setup total negative slack on the finished layout was measured at 0 ns.
- The cell resize tally after clock tree synthesis is 0.
- The count of warning messages emitted by the tools is 34.
- The core footprint is between 40000 and 50000 um2.
- The boundary pin count is roughly 210.
- The run finished with clean final reports.
- The number of global-route vias before repair came to 10400.
- The global-route wire length before repair is 57780 um.
- The pin closest to its max-slew limit shows a slew of just under 0.8 ns.
- Across all hold checks on the routed design, the worst slack comes to approximately 7.6 ns.
- The DRC violations left is 0.
- The clock period could shrink to around 14 ns.
- The maximum cell stage delay along the critical path is 0.75 ns.
- In this run the cell area of the synthesized design comes to 13450 um2.
- The path with the worst hold slack has its endpoint at oMacResult[0].
- The average instance area after synthesis is 9.115 um2.
- The most prevalent standard cell on the critical path is sky130_fd_sc_hd__fa_1.
- The number of clock-tree buffers in the layout is 0.
- The post-layout instance area is 16210 um2.
- The cell count after synthesis is 1476.
[cell usage after synthesis, types with 2 or more instances]
library cell                 n  share of area
sky130_fd_sc_hd__inv_1     408           0.11
sky130_fd_sc_hd__fa_1      386           0.57
sky130_fd_sc_hd__nand2_1   198          0.055
sky130_fd_sc_hd__and2_1    117          0.054
sky130_fd_sc_hd__nand2b_1   85          0.040
sky130_fd_sc_hd__xnor2_1    62          0.040
sky130_fd_sc_hd__ha_1       61          0.057
sky130_fd_sc_hd__nor2_1     47          0.013
sky130_fd_sc_hd__nor2b_1    35          0.016
sky130_fd_sc_hd__clkbuf_1   28         0.0078
sky130_fd_sc_hd__xor2_1     13         0.0085
sky130_fd_sc_hd__a21oi_1     7         0.0026
sky130_fd_sc_hd__a21o_1      5         0.0028
sky130_fd_sc_hd__clkinv_1    2        0.00056
sky130_fd_sc_hd__nor3b_1     2         0.0011
sky130_fd_sc_hd__o21a_1      2         0.0011
sky130_fd_sc_hd__o21ai_0     2        0.00074
[layout make-up]
class,instances,area [um2]
fillers,4434,28010
multi-input cells,1037,11810
repair buffers,213,2122
inverters,410,1539
well taps,592,740.7
diodes,1,2.502
[worst max-delay path by stage]
stage	cells after the start	slack, ns	start	to
6_report	25	1.25	iDelay[5]	oMacResult[15]
4_1_cts	25	1.18	iDelay[5]	oMacResult[15]
5_1_grt	25	0.88	iDelay[5]	oMacResult[15]
[layer usage]
metal | routed length, um | vias up
met5 | 38 | -
li1 | - | 4474
met3 | 2738 | 20
met2 | 19370 | 279
met1 | 14280 | 4757
met4 | 488 | 6
[cell families after synthesis]
group / count (synthesis) / share of synthesized area
AOI/OAI and AO/OA: 24 / 0.01293
xor gates and xnor gates: 76 / 0.05050
adders and majority gates: 448 / 0.6318
buffers and inverters: 439 / 0.1226
muxes: 1 / 0.0008369
and+or+nand+nor: 488 / 0.1813

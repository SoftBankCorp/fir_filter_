==> design/flow/design.v <==
module DelayChain (
    input               iClk,            
    input               iRsn,            
    input               iEnDelay,        
    input               iEnSample600k,   
    input       [2:0]   iFirIn,          
    output      [29:0]  oDelay1_10,      
    output      [29:0]  oDelay11_20,     
    output      [29:0]  oDelay21_30,     
    output      [29:0]  oDelay31_40      
);
    reg [2:0] rShiftReg [0:39];  
    integer i;
    always @(posedge iClk or negedge iRsn) begin
        if (!iRsn) begin
            for (i = 0; i < 40; i = i + 1)
                rShiftReg[i] <= 3'b0;
        end
        else if (iEnDelay && iEnSample600k) begin   
            rShiftReg[0] <= iFirIn;
            for (i = 1; i < 40; i = i + 1)
                rShiftReg[i] <= rShiftReg[i-1];
        end
    end
    assign oDelay1_10   = {rShiftReg[9],  rShiftReg[8],  rShiftReg[7],  rShiftReg[6],  rShiftReg[5],
                          rShiftReg[4],  rShiftReg[3],  rShiftReg[2],  rShiftReg[1],  rShiftReg[0]};
    assign oDelay11_20  = {rShiftReg[19], rShiftReg[18], rShiftReg[17], rShiftReg[16], rShiftReg[15],
                          rShiftReg[14], rShiftReg[13], rShiftReg[12], rShiftReg[11], rShiftReg[10]};
    assign oDelay21_30  = {rShiftReg[29], rShiftReg[28], rShiftReg[27], rShiftReg[26], rShiftReg[25],
                          rShiftReg[24], rShiftReg[23], rShiftReg[22], rShiftReg[21], rShiftReg[20]};
    assign oDelay31_40  = {rShiftReg[39], rShiftReg[38], rShiftReg[37], rShiftReg[36], rShiftReg[35],
                          rShiftReg[34], rShiftReg[33], rShiftReg[32], rShiftReg[31], rShiftReg[30]};
endmodule
==> design/flow/run.sh <==
#!/bin/bash
# OpenROAD 26Q1-2900-gdf79404cd8, Yosys 0.63+post, stock flow scripts
make -C /OpenROAD-flow-scripts/flow DESIGN_CONFIG=/design/flow/config.mk WORK_HOME=/design/flow/orfs finish
==> design/flow/config.mk <==
export PLATFORM = sky130hd
export DESIGN_NAME = DelayChain
export DESIGN_NICKNAME = DelayChain
export VERILOG_FILES = /design/flow/design.v
export SDC_FILE = /design/flow/constraint.sdc
export NUM_CORES = 4
export LEC_CHECK = 1
export CORE_UTILIZATION = 50
export SYNTH_HDL_FRONTEND = slang
==> design/flow/constraint.sdc <==
current_design DelayChain

set clk_period 1.2
set clk_io_pct 0.2

create_clock -name clk0 -period $clk_period [get_ports {iClk}]

set non_clock_inputs [all_inputs -no_clocks]
set_input_delay [expr $clk_period * $clk_io_pct] -clock clk0 $non_clock_inputs
set_output_delay [expr $clk_period * $clk_io_pct] -clock clk0 [all_outputs]
==> flow_summary.toml <==
# synthesis and place-and-route metrics
[detailed_routing]
wl_um = 9940
drt-pass1-iter-count = 4
wl_per_cell_um = 14.8
drtAntennaViolNets = 0
route.vias.total = 3102
drc_errors = 0
vias_per_cell = 4.62
insertedDiodeCount = 0
drt-initial-drc-count = 94

[clocking]
numCtsBuffers = 17
clkLatencyLatePin_ns = 0.50
clockBufferDepth = 2
clkTransAtPathRegs_ns = 0.06
cts_tree = "yes"
ctsHoldBuffers = 4
cts_root_buf = "clkbuf_8"
htree_levels = 4
cts_sinks = 120

[power_and_ir_drop]
power_density_mw_per_mm2 = 1790
total_power_mw = 13.1
leakagePower_nw = 4.30
irDropWorstVdd_uv = 1460

[grt]
met2_usage = 0.295
grt_pass1_vias = 3119
globalRouteMet1Util = 0.369
grtUsageTotal = 0.213
grt_pass1_wl_um = 16200
grt-busiest-layer = "met1"
grt_max_degree = 41
grt_use_met3 = 0.0614
antenna_found_initial = 0
overflow = 0

[critical_path]
critPathLaunchType = "flip-flop"
cp_slowest_cell = "dfrtp_1"
path_max_fanout = 3
path_buffers = 1
endpoint_kind = "primary output"
cp.required_ns = 0.96
r2r_start = "oDelay21_30[10]"
criticalPathCategory = "flip-flop to primary output"
crit_family = "flip-flops"
rrSetupSlack_ns = 0.18
slowest_delay_ns = 0.40
crit_cells = 1
rr_worst_depth = 3
cp_cell_sequence = "buf_2"
r2r-end = "oDelay21_30[13]"
cp.arrival_ns = 1.02

[run_status]
violations = "negative hold slack, negative setup slack"
outcome = "finished with violations"

[synth]
ys_types = 6
yosys_cells = 254
synth_area_mm2 = 0.00487
synthCells = 254
ys_warn_count = 0
ys_seq_share = 0.617
yosys_area_mm2 = 0.00487
synth.avg_cell_area_um2 = 19.2
ys.flops = 120

[final_timing]
max_freq_mhz = 793
fin_crit_sh = 1.05
hold_viol_final = 18
tightest_slew_ns = 0.276
slew_headroom = 0.816
post-route-min-period_ns = 1.26
whs_ns = -0.146
drv_slew = 0
setup-violations-final = 120
finClkSkew_ns = 0.00644
setup_slack_ns = -0.0618
rsz0062_at_grt = "true"

[floorplanning]
fp_util = 0.522
die_y_um = 101
coreArea_mm2 = 0.00933
row_count = 35
ios = 127
die_area_mm2 = 0.0101
dieWidth_um = 101

[layout]
area_delta_synth_final_pct = 50.4
drive_above_1_share = 0.768
fin_area_mm2 = 0.00732
fin_util = 0.785
finalNonFillerCells = 672

[place]
gp_congestion = 0.742
pre_cts_ws_ns = -0.394
placement.io_buffers = 126
dp_hpwl_um = 5540
placed_cells = 503
post_dp_cell_area_mm2 = 0.00630

[worst_hold_path]
hold_class = "input port to async pin"

[job]
warnings = 30
max-cap-violations = 0
==> routing by layer <==
| layer | vias up | wire [µm] |
|---|---|---|
| met5 | - | 0 |
| met4 | 0 | 49 |
| met3 | 4 | 584 |
| met2 | 87 | 4480 |
| met1 | 1554 | 4830 |
| li1 | 1457 | - |
==> cell type report <==
class | instances | area, µm²
repair buffers | 270 | 1860
flip-flops and latches | 120 | 3000
fillers | 558 | 2010
clock inverters | 13 | 124
well taps | 129 | 161
multi-input cells | 121 | 1740
clock buffers | 19 | 432
==> registers in the layout (all words and copies together), names as in the netlist <==
| signal | cells |
|---|---|
| oDelay11_20 | 30 |
| oDelay1_10 | 30 |
| oDelay21_30 | 30 |
| oDelay31_40 | 30 |
==> cells in the final DEF (no fill, tap or decap) <==
cell and count:
clkinvlp_4 6, buf_12 10, mux2_2 20, buf_2 120, bufinv_16 1, clkbuf_16 16, inv_6 2, clkbuf_1 1
buf_4 135, clkinv_2 1, mux2_4 100, nand2_4 1, dfrtp_1 120, clkbuf_8 2, clkdlybuf4s50_1 5, clkinv_4 3
==> Yosys cell counts <==
master | number | area, µm²
dfrtp_1 | 120 | 3000
mux2_4 | 100 | 1500
mux2_2 | 20 | 225
buf_6 | 11 | 124
buf_2 | 2 | 10.0
nand2_1 | 1 | 3.75
==> how the worst max path moves through the flow <==
stage	end	from	slack (ns)
after CTS	oDelay31_40[25]	oDelay31_40[25]	-0.09
after global routing	oDelay31_40[25]	oDelay31_40[25]	-0.12
final	oDelay31_40[25]	oDelay31_40[25]	-0.06
==> logic make-up after synthesis <==
kind of cell	share of synthesized area
multiplexers	0.355
AND/OR/NAND/NOR	0.000770
buffers and inverters	0.0275
flip-flops	0.617
==> metrics by stage <==
| stage | setup TNS, ns | hold slack, ns |
|---|---|---|
| 3_3_place_gp | -42.42 | 0.153 |
| 3_5_place_dp | -42.91 | 0.158 |
| 6_report | -3.77 | -0.146 |
| 5_1_grt | -10.14 | -0.162 |
| 4_1_cts | -6.84 | -0.0307 |
| 2_1_floorplan | 0 | -0.0556 |
==> what timing repair did <==
item	4_1_cts	5_1_grt
gates resized	366	0
pin swaps	0	0
setup buffers	110	24
hold endpoints to repair	120	18
endpoints found under the setup margin	120	138
==> report_power, final <==
part           total, mW  internal (mW)  switching (mW)
logic               3.32           2.45           0.870
registers           5.16           4.76           0.394
clock network       4.64           2.81            1.82
total               13.1           10.0            3.09
